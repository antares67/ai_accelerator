### design/flow/design.v
module convolution_multiplier(input clk, input [7:0] factor1, factor2, output reg [15:0] product);
function [15:0] karatsuba;
input [7:0] x, y;
reg [15:0] result;
reg [3:0] a, b, c, d, n2;
reg [7:0] ac, ad, bc, bd;
reg [15:0] ad_bc;
begin
        n2 = 4;  
        a = x[7:4];
        b = x[3:0];
        c = y[7:4];
        d = y[3:0];
        ac = a*c;
        ad = a*d;
        bc = b*c;
        bd = b*d;
        ad_bc = ((a + b)*(c + d)) - ac - bd;
        karatsuba = ac * 2**(2 * n2) + (ad_bc * 2**n2) + bd;
    end
endfunction
always @(posedge clk) begin
    product = karatsuba(factor1,factor2);
end
endmodule
### design/flow/run.sh
#!/bin/bash
# OpenROAD 26Q1-2900-gdf79404cd8, Yosys 0.63+post, stock flow scripts
make -C /OpenROAD-flow-scripts/flow DESIGN_CONFIG=/design/flow/config.mk WORK_HOME=/design/flow/orfs finish
### design/flow/config.mk
export PLATFORM = sky130hd
export DESIGN_NAME = convolution_multiplier
export DESIGN_NICKNAME = convolution_multiplier
export VERILOG_FILES = /design/flow/design.v
export SDC_FILE = /design/flow/constraint.sdc
export NUM_CORES = 4
export LEC_CHECK = 1
export CORE_UTILIZATION = 40
### design/flow/constraint.sdc
current_design convolution_multiplier

set clk_period 14.3
set clk_io_pct 0.2

create_clock -name clk0 -period $clk_period [get_ports {clk}]

set non_clock_inputs [all_inputs -no_clocks]
set_input_delay [expr $clk_period * $clk_io_pct] -clock clk0 $non_clock_inputs
set_output_delay [expr $clk_period * $clk_io_pct] -clock clk0 [all_outputs]
==> datasheet_impl.txt <==
Characteristics after synthesis and place and route

Parameter                              Value

Outcome
  Result of the run .................. complete, no violations

Synthesis
  Number of warnings printed during yosys synthesis .................. 1
  Most used flip-flop cell .................. sky130_fd_sc_hd__dfxtp_1
  Syn_area_per_cell .................. 8.81 µm²
  Sequential-to-total area share from yosys stat .................. 0.0993
  Fraction of registers with async set or reset after synthesis .................. 0
  Post-synth tally of flip-flops with integrated enable .................. 0
  Area figure in the yosys stat output .................. 3220 µm²
  Post-synthesis instance area .................. 3220 µm²
  Flops after synth .................. 16
  Cell Type Count .................. 34
  Gate Count Post-Synth .................. 366
  Cells in synth_stat.txt .................. 366

Final timing
  Setup violation total in the final timing report .................. 0
  Final-report max-slew violation count .................. 0
  Total Neg Setup Slack .................. 0 ns
  Final hold slack .................. 3.37 ns
  Maximum operating frequency .................. 0.0983 GHz
  RSZ-0062 raised after global routing .................. no
  Slew at the pin with the worst max-slew slack .................. 0.469 ns
  Tmin final .................. 10.17 ns
  Fin. Hold Viols .................. 0
  Final critical-path share of the clock period .................. 0.711
  Max-Slew Margin vs Limit .................. 0.685

Route
  Post-detailed-route DRC marker count .................. 0
  Residual antenna-violating net count after detailed routing .................. 0
  Antenna fix cells .................. 0
  1st-iter DRT viols .................. 23
  Count of TritonRoute iterations in the first routing pass .................. 4
  Via density .................. 4.69
  Wirelength per Cell .................. 11.2 µm
  Vias after detailed routing .................. 2,362
  Total wire length after detailed routing .................. 5.63 mm

Critical path
  Worst Path Required .................. 14.43 ns
  Cell with the biggest individual delay on the critical path .................. sky130_fd_sc_hd__clkdlybuf4s50_1
  Delay of the slowest critical-path stage .................. 0.58 ns
  Family of cells with the greatest summed delay on the critical path .................. adder cells
  Maximum fanout count along the critical path .................. 6
  Beginning of the critical path .................. factor1[5]
  Startpoint kind of the worst setup timing path .................. input port
  Category of the critical setup timing path .................. input port to flop
  Count of buffering cells on the critical path with inverters included .................. 6
  WP data arrival .................. 10.30 ns
  CP Capture Type .................. flop

Floorplan
  IO Count .................. 33
  Overall die width .................. 91.8 µm
  Fp_density .................. 0.415
  Chip Height .................. 91.8 µm
  # rows .................. 32
  Core Area .................. 7770 µm²
  Chip footprint .................. 8420 µm²

Global routing
  Met3 layer usage reported by global route .................. 0.0135
  Congestion Overflow GR .................. 0
  Pin count of the biggest net entering global routing .................. 10
  Via count of the first global-routing pass .................. 2,290
  Aggregate global-route resource usage .................. 0.151
  Layer carrying the most global-route usage .................. met2
  Number of antenna violations at the first check in global routing .................. 0
  First-pass GRT wire length .................. 10.1 mm
  Global routing usage on met2 .................. 0.255
  GRT met1 Usage .................. 0.226

Finish
  End-of-flow core utilization .................. 0.480
  Layout fillers .................. 748
  Cell area after layout .................. 3730 µm²
  Fraction of final layout cells sized beyond drive strength 1 .................. 0.0224
  P&R area growth vs syn .................. 15.6%
  Flip-flop count of the largest register, all copies and words added .................. 16

Hold path
  Path category of the worst min-delay check .................. input port to flop
  Min-Delay Startpoint .................. factor1[0]

CTS
  Clock tree from TritonCTS .................. built
  Bufs on Longest Clock Path .................. 2
  Count of clock tree sinks .................. 16
  Setup bufs post-CTS .................. 0
  Inserted Clock Buffers .................. 3
  Master cell of the clock root buffer .................. sky130_fd_sc_hd__clkbuf_8
  Hold buffer count at cts .................. 0
  Post-CTS Resized .................. 0
  Number of H-tree levels .................. 1
  Clock slew at the register clock pins of the worst setup and hold paths .................. 0.07 ns

Placed design
  Sum of net half-perimeters after detailed placement .................. 5.15 mm
  DP Area .................. 3670 µm²
  Port Buf Inserts .................. 32
  Weighted congestion reported at the end of routability-driven placement .................. 0.846

Job
  Tool Warnings .................. 25
  Number of maximum-capacitance constraint violations .................. 0
cell usage after synthesis, drive strengths merged (2+ instances only):
library cell | count | area, µm²
o21a | 3 | 22.5
o41ai | 2 | 43.8
a21boi | 2 | 15.0
xor2 | 10 | 87.6
dfxtp | 16 | 320
a31oi | 2 | 12.5
a211oi | 3 | 27.5
fa | 29 | 581
a21oi | 21 | 105
o31a | 2 | 17.5
nor3 | 4 | 20.0
o21bai | 5 | 37.5
nand2b | 4 | 25.0
xnor2 | 21 | 184
ha | 70 | 876
inv | 62 | 233
nor2 | 11 | 41.3
a21o | 10 | 76.3
and2 | 28 | 175
nand2 | 30 | 113
o21ai | 14 | 70.1
nand3b | 3 | 22.5
nor2b | 6 | 37.5
metal layers:
metal,wire (µm),up-vias
li1,-,1285
met1,2980,1042
met2,2480,33
met3,152,2
met4,24,0
met5,0,-
placed cells by master, fill, tap and decap left out:
master / Yosys / final
sky130_fd_sc_hd__a211oi_1: 2 / 2
sky130_fd_sc_hd__a211oi_2: 1 / 1
sky130_fd_sc_hd__a21boi_0: 2 / 2
sky130_fd_sc_hd__a21o_1: 9 / 9
sky130_fd_sc_hd__a21o_2: 1 / 1
sky130_fd_sc_hd__a21oi_1: 21 / 21
sky130_fd_sc_hd__a311o_1: 1 / 1
sky130_fd_sc_hd__a31o_2: 1 / 1
sky130_fd_sc_hd__a31oi_1: 2 / 2
sky130_fd_sc_hd__a32o_1: 1 / 1
sky130_fd_sc_hd__and2_1: 28 / 28
sky130_fd_sc_hd__clkbuf_8: 0 / 4
sky130_fd_sc_hd__clkdlybuf4s50_1: 0 / 32
sky130_fd_sc_hd__dfxtp_1: 16 / 16
sky130_fd_sc_hd__fa_1: 29 / 29
sky130_fd_sc_hd__ha_1: 70 / 70
sky130_fd_sc_hd__inv_1: 62 / 62
sky130_fd_sc_hd__nand2_1: 30 / 30
sky130_fd_sc_hd__nand2b_1: 4 / 4
sky130_fd_sc_hd__nand3b_1: 3 / 3
sky130_fd_sc_hd__nand4_1: 1 / 1
sky130_fd_sc_hd__nor2_1: 11 / 11
sky130_fd_sc_hd__nor2b_1: 6 / 6
sky130_fd_sc_hd__nor3_1: 4 / 4
sky130_fd_sc_hd__nor3b_1: 1 / 1
sky130_fd_sc_hd__nor4b_1: 1 / 1
sky130_fd_sc_hd__o211ai_1: 1 / 1
sky130_fd_sc_hd__o21a_1: 3 / 3
sky130_fd_sc_hd__o21ai_0: 14 / 14
sky130_fd_sc_hd__o21bai_1: 5 / 5
sky130_fd_sc_hd__o31a_1: 2 / 2
sky130_fd_sc_hd__o41ai_2: 1 / 1
sky130_fd_sc_hd__o41ai_4: 1 / 1
sky130_fd_sc_hd__xnor2_1: 21 / 21
sky130_fd_sc_hd__xnor3_1: 1 / 1
sky130_fd_sc_hd__xor2_1: 10 / 10
cells by family (layout without fill, tap and decap cells):
| group | Yosys count | count (layout) | share of synthesized area |
|---|---|---|---|
| AND-OR/OR-AND | 68 | 68 | 0.144 |
| AND/OR/NAND/NOR | 89 | 89 | 0.142 |
| buffers and inverters | 62 | 98 | 0.0722 |
| XOR/XNOR | 32 | 32 | 0.0912 |
| adder cells (fa/ha/maj) | 99 | 99 | 0.452 |
| flip-flops | 16 | 16 | 0.0993 |
path summary, 6_finish.rpt:
| check | to | slack (ns) | cells past startpoint |
|---|---|---|---|
| hold / removal | product[0] | 3.37 | 2 |
| setup / recovery | product[15] | 4.13 | 30 |
cell type report:
cell class	instances	area, µm²	area share
Sequential cell	16	320	0.0859
Tap cell	102	128	0.0342
Multi-Input combinational cell	288	2670	0.717
Inverter	62	233	0.0624
Clock buffer	4	55.1	0.0148
Timing Repair Buffer	32	320	0.0859
stage by stage:
stage | setup WS (ns) | std cells
2_1_floorplan | 4.96 | 366
3_3_place_gp | 4.00 | 500
3_5_place_dp | 3.83 | 500
4_1_cts | 4.11 | 504
5_1_grt | 3.52 | 504
6_report | 4.13 | 504
