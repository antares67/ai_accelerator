### flow/run.sh
#!/bin/bash
# OpenROAD 26Q1-2900-gdf79404cd8, Yosys 0.63+post, stock flow scripts
make -C /OpenROAD-flow-scripts/flow DESIGN_CONFIG=/design/flow/config.mk WORK_HOME=/design/flow/orfs finish
### flow/constraint.sdc
current_design conv_controller

set clk_period 13.7
set clk_io_pct 0.2

create_clock -name clk0 -period $clk_period [get_ports {clk}]

set non_clock_inputs [all_inputs -no_clocks]
set_input_delay [expr $clk_period * $clk_io_pct] -clock clk0 $non_clock_inputs
set_output_delay [expr $clk_period * $clk_io_pct] -clock clk0 [all_outputs]
### flow/config.mk
export PLATFORM = sky130hd
export DESIGN_NAME = conv_controller
export DESIGN_NICKNAME = conv_controller
export VERILOG_FILES = /design/flow/design.v
export SDC_FILE = /design/flow/constraint.sdc
export NUM_CORES = 4
export LEC_CHECK = 1
export CORE_UTILIZATION = 30
### flow/design.v
module conv_controller(clk, rst, en, rw, addr, addr_out, counter0, counter1);
    input clk, rst, en;
    output reg [1:0] counter0, counter1;
    output reg [3:0][31:0] addr;
    output rw;
    output [31:0] addr_out;
    assign rw = (counter1 == 3)? 1 : 0;
    assign addr_out = (counter1 == 3)? addr[1] + 1 : addr[counter1] + counter0; 
    always @(posedge clk) begin
        if (rst) begin
            counter0 <= 0;
            counter1 <= 0;
        end else if (counter0 == 2) begin
            counter0 <= 0;
            counter1 <= counter1 + 1;
        end else begin
            counter0 <= counter0 + 1;
        end
        if (rst) begin
            addr[0] <= 0;
            addr[1] <= 1024;
            addr[2] <= 2048;
        end else if (counter0 == 2 && counter1 == 3) begin
            addr[0] <= addr[0] + 1;
            addr[1] <= addr[1] + 1;
            addr[2] <= addr[2] + 1;
        end
    end
endmodule
==> changes_impl.md <==
### Metrics

* TritonCTS buffer count at 9
* Post-synthesis cell area at 0.00703 mm2
* Worst-path cell chain: buf_4 > mux2i_1 > o22ai_1 > nand4_1 > nor4b_2 > a31oi_1 > o31ai_1 > clkdlybuf4s50_1
* Core area at 0.0228 mm2
* Synth Seq Share at 28.5%
* First-pass GRT wire length at 33300 um
* Tool warnings at 26
* Int Power at approximately 0.47 mW
* Pre-antenna DRT Iters at 5
* Fraction of layout cells with a size suffix above 1 at 5.12%
* Tightest Pin Transition at slightly below 0.9 ns
* Resized Gates After CTS at 0
* Largest net degree at the start of global routing at 70
* Hold crit path type: flip-flop to flip-flop
* Clock transition at path regs at 0.07 ns
* Placed cell count at 1312
* Cells after Synth at 909
* Pwr/cell area at 70.2 mW/mm2
* Die height at between 150 and 200 um
* CP Capture Type: output pin
* Initial drt markers at 413
* Synth cell types at 57
* R2R setup slack at 10.27 ns
* Post-synth EDFFs at 0
* Unrepaired setup endpoints after global routing: false
* Hold_ws at roughly 0.49 ns
* Synth Register Bits at 100
* Die Width at 155 um
* CTS Root Cell: clkbuf_16
* Final Cycle Share at 51.3%
* Leakage at 2.91 nW
* Endpoints failing hold at 0
* Maximum VDD drop at about 0.043 mV
* Outcome: finished, final reports clean
* Combinational share of power at 7.2%
* P_sw at 0.150 mW
* Final Setup Violations at 0
* Yosys Chip Area at 0.00703 mm2
* H-tree depth at 3
* Maxcap violations at 0
* Crit path buf inv count at 2
* Initial antenna violation count at 0
* Skew final at ~0.009 ns
* Antenna Nets Post-Route at 0
* TritonCTS clock tree: built
* Antenna fix cells at 0
* WP data arrival at 4.29 ns
* Crit path launch type: flip-flop
* Residual DRC at 0
* Synth Warn # at 33
* Sw Ratio at 24.3%
* Ports at 168
* Syn avg cell area at 7.73 um2
* Total Routing Usage GR at roughly 18%
* PortBufs at 134
* Die area at 0.0240 mm2
* Post-CTS Hold Buffers at 0
* Crit path time final at 7.03 ns
* Setup TNS at 0 ns
* Async S/R FF share, synth at 0%
* Final WL at 21100 um
* Largest stage delay, worst path at 0.68 ns
* Clock sinks at 100
* WP data required at 10.96 ns
* Vias in the first global route at 5894
* GPL Wtd Cong at 0.905
* Max stage delay cell, worst path: dfxtp_2
* Drt via density at 4.89
* GR Overflow Total at 0
* Rel. slew slack at 40.4%
* Delay-heaviest family, CP: buffers and inverters
* WL per Instance at roughly 16 um
* Crit Path Max Fanout at 48
* Area growth syn-to-layout at 25.0%
* Via Count at 6496
* Post-DP HPWL at 15900 um
* Row cnt at between 50 and 60
* Skew-Pair Late Insertion Delay at 0.36 ns
* Crit Path Category: flip-flop to output pin
* Ys flop type: dfxtp_1
* Ys cells at 909
* Clock Power Share at 44.4%
* Non-filler instance count after layout at 1328
* Core Density at Floorplan at 30.8%
* Total Power at 0.617 mW
* Fin. max-slew vios at 0
* Post-CTS Repair Setup Buffers at 0
* Clock Tree Buf Depth at 2
* Max Clock Freq at 142 MHz
* Reg power frac at 48.4%
[final timing paths]
| path | start | endpoint | cells after the start |
|---|---|---|---|
| max reg2reg | counter1[1] | addr[31] | 10 |
| max | counter1[0] | addr_out[23] | 8 |
| min reg2reg | counter0[0] | counter0[0] | 1 |
| min | counter0[0] | counter0[0] | 1 |
[through the flow]
step           instance area (um2)  setup slack, ns  util (%)
3_5_place_dp                  8460             7.10      37.2
6_report                      8780             6.67      38.6
2_1_floorplan                 7140             7.77         -
3_3_place_gp                  8460             7.13      37.2
5_1_grt                       8780             6.45      38.6
4_1_cts                       8780             6.68      38.6
[layout make-up]
cell class / instances / area [um2]
Tap cell: 313 / 392
Clock inverter: 5 / 65.1
Timing Repair Buffer: 144 / 1410
Inverter: 16 / 60.1
Multi-Input combinational cell: 739 / 4600
Sequential cell: 100 / 2000
Fill cell: 2291 / 14000
Clock buffer: 11 / 253
[routing by layer]
metal | vias to the layer above | part of all wire (%) | wire [um] | global-route usage, %
met1 | 2972 | 49 | 10400 | 27.0
met5 | - | 0 | 0 | 0
met2 | 154 | 43 | 9060 | 26.5
met4 | 0 | 2.0 | 412 | 3.06
met3 | 26 | 6.0 | 1270 | 3.91
li1 | 3344 | - | - | -
[synthesized netlist by cell type, types with 8 or more instances]
cell / number / area share [%]
and4_1: 22 / 2.7
buf_4: 34 / 3.6
xnor2_1: 51 / 6.4
nor3_1: 19 / 1.4
o31ai_1: 14 / 1.5
o22a_1: 8 / 1.0
nand2_1: 118 / 6.3
or3_1: 17 / 1.5
clkbuf_1: 37 / 2.0
dfxtp_1: 100 / 28
nor4_1: 16 / 1.4
nand4_1: 28 / 2.5
a31oi_1: 10 / 0.89
xor2_1: 69 / 8.6
o22ai_1: 22 / 2.0
and2_1: 11 / 0.98
nor2_1: 115 / 6.1
mux2i_1: 34 / 4.8
a21oi_1: 27 / 1.9
nand3_1: 39 / 2.8
o21ai_0: 20 / 1.4
and3_1: 18 / 1.6
inv_1: 15 / 0.80
[state kept, by name, indices dropped and copies added, names as in the netlist]
name,count
addr,96
counter0,2
counter1,2
[power groups by stage]
stage / combinational, mW / sequential (mW) / clock [mW]
finish: 0.0445 / 0.299 / 0.274
global route: 0.0491 / 0.299 / 0.292
CTS: 0.0450 / 0.299 / 0.282
[cell usage in the layout (no fill, tap or decap), drive strengths merged, types with 14 or more instances in the layout]
| master | n |
|---|---|
| a21oi | 27 |
| and3 | 18 |
| and4 | 22 |
| clkdlybuf4s50 | 133 |
| conb | 32 |
| dfxtp | 100 |
| inv | 17 |
| mux2i | 34 |
| nand2 | 118 |
| nand3 | 39 |
| nand4 | 30 |
| nor2 | 115 |
| nor3 | 20 |
| nor4 | 21 |
| o21ai | 20 |
| o22ai | 27 |
| o31ai | 14 |
| or3 | 17 |
| xnor2 | 51 |
| xor2 | 69 |
[worst register-to-register path: cells and delay by family, from the launching register on]
kind                     cells  cell delay [ns]
XOR/XNOR                     1             0.16
adder cells (fa/ha/maj)      1             0.33
buffers and inverters        3             1.20
flip-flops                   1             0.31
AND/OR/NAND/NOR              5             1.32
[cell families (layout without fill, tap and decap cells)]
family                     Yosys count  after routing  synth area share (%)
adders and majority gates            8              8                  1.53
xor gates and xnor gates           120            120                  15.0
buffers and inverters              101            176                  7.76
muxes                               34             34                  4.84
and+or+nand+nor                    428            428                  31.3
DFF                                100            100                  28.5
other                                1             32                0.0534
AOI/OAI and AO/OA                  117            117                  11.1
Power figures rest on the tool's default switching activity, not on a simulated workload.
